===== design/flow/run.sh =====
#!/bin/bash
# OpenROAD 26Q1-2900-gdf79404cd8, Yosys 0.63+post, stock flow scripts
make -C /OpenROAD-flow-scripts/flow DESIGN_CONFIG=/design/flow/config.mk WORK_HOME=/design/flow/orfs finish

===== design/flow/constraint.sdc =====
current_design up_counter

set clk_period 1.0
set clk_io_pct 0.2

create_clock -name clk0 -period $clk_period [get_ports {clk}]

set non_clock_inputs [all_inputs -no_clocks]
set_input_delay [expr $clk_period * $clk_io_pct] -clock clk0 $non_clock_inputs
set_output_delay [expr $clk_period * $clk_io_pct] -clock clk0 [all_outputs]

===== design/flow/design.v =====
`timescale 1ns/1ps
module up_counter    (
out     ,   
enable  ,   
clk     ,   
reset       
);
output [3:0] out;
input enable, clk, reset;
reg [3:0] out; 
always @(posedge clk)
if (reset) begin  
  out = 4'b0 ;
end 
else if (enable) begin
  out = out + 1;
end
endmodule 
module upcounter_testbench();
reg clk, reset, enable;
wire [3:0] out;
up_counter dut(out, enable, clk, reset);
initial begin
$dumpfile ("count.vcd"); 
$dumpvars(0,upcounter_testbench);
clk=0;   
enable=0;   
reset=1; 
#20;  
reset=0;  
enable=1;  
end
always 
#5 clk=~clk;   
endmodule 

===== design/flow/config.mk =====
export PLATFORM = sky130hd
export DESIGN_NAME = up_counter
export DESIGN_NICKNAME = up_counter
export VERILOG_FILES = /design/flow/design.v
export SDC_FILE = /design/flow/constraint.sdc
export NUM_CORES = 4
export LEC_CHECK = 1
export CORE_AREA = 10 10 70 70
export DIE_AREA = 0 0 80 80

==> results_slide.txt <==
Key Metrics from the Run

STA
  – Shortest clock period the worst path allows after layout: ~0.96 ns
  – Fin Setup TNS: 0 ns
  – Unrepaired setup endpoints after global routing: yes
  – Number of failing setup endpoints in the final timing report: 0
  – Max Clock Skew: slightly above 0.008 ns
  – Post-route worst hold slack: 0.356 ns
  – Final Hold Violating Endpoints: 0
  – Max Freq: 1.04 GHz
  – Slew @ Worst Pin: approximately 0.15 ns
  – Final clock period utilization by the worst path: 96.1%
  – Total count of max-transition violations in the final report: 0
  – Headroom to the max-slew limit: 89.9%

Synthesis
  – Area share of the leading cell type in the synthesized netlist: roughly 45%
  – Top FF cell, synth: dfxtp_1
  – Total of flip-flops plus latches after synthesis: 4
  – Cell accounting for the most synthesized area: dfxtp_1
  – Post-synth cell types: 11
  – Most numerous cell types in the synthesized netlist: 4 x dfxtp_1, 3 x nor2_1
  – Proportion of synthesized chip area in sequential cells: 44.8%
  – Proportion of register bits with asynchronous set or reset after synthesis: 0%
  – Most popular library cell in the synthesized design by count: dfxtp_1
  – Netlist area before placement: 179 µm²
  – Avg Inst Size Synth: 11.2 µm²
  – Cell count after synthesis: 16
  – Cells in synth_stat.txt: 16
  – Chip Area, Yosys: 179 µm²
  – Top cells by area: dfxtp_1 45%, mux2_4 8.4%, ha_1 7.0%
  – Number of synthesized flops with an enable pin: 0
  – Tally of yosys warning messages: 1

Global route
  – Largest net degree at the start of global routing: 5
  – Total routing usage reported by global routing: around 2.2%
  – Busiest grt layer: met3
  – Fraction of met3 tracks used by global routing: 3.18%
  – Met2 Usage GRT: between 2 and 2.5%
  – Number of antenna violations at the first check in global routing: 0
  – Final global-route overflow total: 0
  – First-pass GRT wire length: 1.00 mm
  – Met1 Track Usage GR: 2.26%
  – Via count of the first global-routing pass: 204

Route
  – Router iterations before antenna repair: 2
  – Vias per cell: between 2 and 2.5
  – Total antenna diodes in the routed design: 0
  – Iteration-0 DRC Markers: 15
  – Final routed DRC violation total: 0
  – Average wire per cell in the routed design: 7.37 µm
  – Total Wirelength: 575 µm
  – DRT antenna net count: 0
  – Routed vias: 176

Floorplan
  – Die x size: 80 µm
  – Die height: roughly 80 µm
  – Io pins: 7
  – Share of the core filled by cells before placement: 5.24%
  – Number of placement rows: 21
  – Core area: 3420 µm²
  – Full die area: 6400 µm²

Outcome
  – Result of the run: complete, no violations

Worst setup path
  – Worst Setup Start Kind: register
  – Slowest Stage Delay on Critical Path: 0.32 ns
  – Category of the worst setup path capture point: register
  – Setup CP Type: register to register
  – Buf/Inv on CP: 1
  – Data required time of the worst path: 1.12 ns
  – Critical Path AT: between 1 and 1.5 ns
  – CP Cell Sequence: buf_6 -> ha_4 -> mux2i_1 -> nor2_1
  – CP Max Fanout: 3
  – Cell family contributing the most delay on the critical path: flip-flops
  – Worst-path cell with the longest stage delay: dfxtp_2

Clocking
  – Number of clock sinks: 4
  – CTS tree: yes
  – Number of CTS-inserted buffers: 3
  – Cell at the root of the clock tree: clkbuf_4
  – Level count of the clock H-tree: 1
  – Number of post-CTS setup repair buffers: 0
  – Clock latency reported for the late side of the worst-skew pair: roughly 0.24 ns
  – Clk pin slew, worst setup/hold paths: 0.04 ns
  – Clock tree buffer depth: 2

Pwr
  – Max rail drop VDD: 0.253 mV
  – Overall Power: 473 µW
  – Logic gate share of total power: 18.9%
  – Switching pwr: 115 µW
  – Pwr dens: 1180 nW/µm²
  – Internal cell power: 358 µW
  – Sequential group share of total power: 37.6%
  – Switching power as a share of total power: 24.2%
  – Share of total power in the clock network: 43.5%
  – Cell leakage power: between 0.15 and 0.2 nW

Run
  – Number of warnings in the stage logs: 27
  – Total of max-cap violations: 0

Layout
  – Post-synthesis to final-layout area growth: 124%
  – Final non-filler cell total: 78
  – Fraction of layout instances using a drive strength above 1: about two thirds
  – Filler Cells Inserted: ~400
  – Largest register FFs: 4

Placed design
  – Number of port buffers: 6
  – Routability congestion estimate: 0.642
  – Detail Placement HPWL: 435 µm
  – Placed Cells incl. Taps: 75

Min path
  – Class of the tightest hold or removal check: input port to register
## power groups by stage
| stage | Combinational (mW) | Clock, mW | Sequential [mW] |
|---|---|---|---|
| 4_1_cts | 0.0846 | 0.214 | 0.176 |
| 5_1_grt | 0.103 | 0.231 | 0.179 |
| 6_report | 0.0896 | 0.206 | 0.178 |
## stage by stage
step	util, %	setup slack [ns]	instance area [µm²]
6_report	11.8	0.0391	402
4_1_cts	11.3	-0.000374	387
5_1_grt	11.8	-0.0198	402
2_1_floorplan	-	0.113	179
3_3_place_gp	10.2	-0.207	349
3_5_place_dp	10.2	-0.201	349
## worst paths after layout
check                                          from  slack (ns)  cells past startpoint                  end
worst max register to register  out[1]$_SDFFE_PP0P_        0.04                      4  out[1]$_SDFFE_PP0P_
worst min-delay path                         enable        0.36                      3  out[3]$_SDFFE_PP0P_
worst min register to register  out[2]$_SDFFE_PP0P_        0.65                      3  out[2]$_SDFFE_PP0P_
worst max-delay path            out[1]$_SDFFE_PP0P_        0.04                      4  out[1]$_SDFFE_PP0P_
## per-layer routing
metal | share of wire [%] | vias up
met2 | 36 | 9
met1 | 41 | 77
li1 | - | 90
met3 | 23 | 0
met5 | 0 | -
met4 | 0 | 0
## worst min-delay path, stage by stage
cell and delay [ns]:
dlymetal6s2s_1 0.15, nand4_4 0.07, mux2_4 0.14
## layout make-up
cell class / count / area [µm²] / area share [%]
tap: 46 / 57.6 / 14.3
timing repair buffer: 13 / 113 / 28.0
multi-input combinational: 12 / 124 / 30.8
sequential: 4 / 85.1 / 21.2
clock buffer: 3 / 22.5 / 5.61
## logic make-up (layout without fill, tap and decap cells)
family | Yosys count | after routing | share of synthesized area (%)
simple gates | 6 | 6 | 21.0
xor+xnor | 1 | 1 | 4.90
mux | 2 | 2 | 14.0
buf+inv | 0 | 16 | 0
fa+ha+maj | 1 | 1 | 6.99
compound gates | 2 | 2 | 8.39
flops | 4 | 4 | 44.8
## layout by cell type (no fill, tap or decap)
| cell | netlist | routed |
|---|---|---|
| nor2b_1 | 1 | 1 |
| clkdlybuf4s50_1 | 0 | 1 |
| mux2_4 | 1 | 1 |
| nand3b_1 | 1 | 1 |
| xnor2_1 | 1 | 1 |
| dlymetal6s2s_1 | 0 | 1 |
| buf_4 | 0 | 5 |
| buf_6 | 0 | 2 |
| ha_4 | 0 | 1 |
| clkbuf_2 | 0 | 2 |
| a21oi_2 | 0 | 1 |
| nor2_1 | 3 | 3 |
| dfxtp_2 | 0 | 4 |
| mux2i_1 | 1 | 1 |
| clkbuf_4 | 0 | 3 |
| a21bo_2 | 1 | 1 |
| clkdlybuf4s15_1 | 0 | 2 |
| nand4_4 | 0 | 1 |
## repair_timing
| item | 4_1_cts | 5_1_grt |
|---|---|---|
| pin swaps | 1 | 5 |
| endpoints found under the setup margin | 6 | 5 |
| gates resized | 12 | 9 |
| hold endpoints to repair | 0 | 0 |
| hold buffers | 0 | 0 |
Power figures rest on the tool's default switching activity, not on a simulated workload.
